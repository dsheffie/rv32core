$ cat ./config.mk
export PLATFORM = sky130hd
export DESIGN_NAME = ram2r1w_l1d_data
export DESIGN_NICKNAME = ram2r1w_l1d_data
export VERILOG_FILES = /design/flow/design.v
export SDC_FILE = /design/flow/constraint.sdc
export NUM_CORES = 4
export LEC_CHECK = 1
export CORE_UTILIZATION = 40
$ cat ./constraint.sdc
current_design ram2r1w_l1d_data

set clk_period 1.3
set clk_io_pct 0.2

create_clock -name clk0 -period $clk_period [get_ports {clk}]

set non_clock_inputs [all_inputs -no_clocks]
set_input_delay [expr $clk_period * $clk_io_pct] -clock clk0 $non_clock_inputs
set_output_delay [expr $clk_period * $clk_io_pct] -clock clk0 [all_outputs]
$ cat ./design.v
module ram1r1w(clk, rd_addr, wr_addr, wr_data, wr_en, rd_data);
   input logic clk;
   parameter WIDTH = 1;
   parameter LG_DEPTH = 1;
   input logic [LG_DEPTH-1:0] rd_addr;
   input logic [LG_DEPTH-1:0] wr_addr;
   input logic [WIDTH-1:0] wr_data;
   input logic 		      wr_en;
   output logic [WIDTH-1:0] rd_data;
   localparam DEPTH = 1<<LG_DEPTH;
   logic [WIDTH-1:0] 	    r_ram[DEPTH-1:0];
   always_ff@(posedge clk)
     begin
	rd_data <= r_ram[rd_addr];
	if(wr_en)
	  begin
	     r_ram[wr_addr] <= wr_data;
	  end
     end
endmodule  
module ram1r1w_l1d_data(clk, rd_addr, wr_addr, wr_data, wr_en, wr_byte_en, rd_data);
   input logic clk;
   parameter LG_DEPTH = 1;
   localparam WIDTH = 128;
   localparam NUM_BYTES = WIDTH/8;
   input logic [LG_DEPTH-1:0] rd_addr;
   input logic [LG_DEPTH-1:0] wr_addr;
   input logic [WIDTH-1:0] wr_data;
   input logic 		      wr_en;
   input logic [NUM_BYTES-1:0] wr_byte_en;
   output logic [WIDTH-1:0] rd_data;
   localparam DEPTH = 1<<LG_DEPTH;
   logic [NUM_BYTES-1:0][7:0] r_ram[DEPTH-1:0];
   always_ff@(posedge clk)
     begin
	rd_data <= r_ram[rd_addr];
	if(wr_en)
	  begin
	     if(wr_byte_en[0])
	       begin
		  r_ram[wr_addr][0] <= wr_data[7:0];
	       end
	     if(wr_byte_en[1])
	       begin
		  r_ram[wr_addr][1] <= wr_data[15:8];
	       end
	     if(wr_byte_en[2])
	       begin
		  r_ram[wr_addr][2] <= wr_data[23:16];
	       end
	     if(wr_byte_en[3])
	       begin
		  r_ram[wr_addr][3] <= wr_data[31:24];
	       end
	     if(wr_byte_en[4])
	       begin
		  r_ram[wr_addr][4] <= wr_data[39:32];
	       end
	     if(wr_byte_en[5])
	       begin
		  r_ram[wr_addr][5] <= wr_data[47:40];
	       end
	     if(wr_byte_en[6])
	       begin
		  r_ram[wr_addr][6] <= wr_data[55:48];
	       end
	     if(wr_byte_en[7])
	       begin
		  r_ram[wr_addr][7] <= wr_data[63:56];
	       end
	     if(wr_byte_en[8])
	       begin
		  r_ram[wr_addr][8] <= wr_data[(9*8)-1:8*8];
	       end
	     if(wr_byte_en[9])
	       begin
		  r_ram[wr_addr][9] <= wr_data[(10*8)-1:9*8];
	       end
	     if(wr_byte_en[10])
	       begin
		  r_ram[wr_addr][10] <= wr_data[(11*8)-1:10*8];
	       end
	     if(wr_byte_en[11])
	       begin
		  r_ram[wr_addr][11] <= wr_data[(12*8)-1:11*8];
	       end
	     if(wr_byte_en[12])
	       begin
		  r_ram[wr_addr][12] <= wr_data[(13*8)-1:12*8];
	       end
	     if(wr_byte_en[13])
	       begin
		  r_ram[wr_addr][13] <= wr_data[(14*8)-1:13*8];
	       end
	     if(wr_byte_en[14])
	       begin
		  r_ram[wr_addr][14] <= wr_data[(15*8)-1:14*8];
	       end
	     if(wr_byte_en[15])
	       begin
		  r_ram[wr_addr][15] <= wr_data[(16*8)-1:15*8];
	       end
	  end
     end
endmodule
module ram2r1w(clk, rd_addr0, rd_addr1, wr_addr, wr_data, wr_en, rd_data0, rd_data1);
   input logic clk;
   parameter WIDTH = 1;
   parameter LG_DEPTH = 1;
   input logic [LG_DEPTH-1:0] rd_addr0;
   input logic [LG_DEPTH-1:0] rd_addr1;
   input logic [LG_DEPTH-1:0] wr_addr;
   input logic [WIDTH-1:0] wr_data;
   input logic 		      wr_en;
   output logic [WIDTH-1:0] rd_data0;
   output logic [WIDTH-1:0] rd_data1;
   ram1r1w #(.WIDTH(WIDTH), .LG_DEPTH(LG_DEPTH)) b0
     (
      .clk(clk),
      .rd_addr(rd_addr0),
      .wr_addr(wr_addr),
      .wr_data(wr_data),
      .wr_en(wr_en),
      .rd_data(rd_data0)
      );
   ram1r1w #(.WIDTH(WIDTH), .LG_DEPTH(LG_DEPTH)) b1
     (
      .clk(clk),
      .rd_addr(rd_addr1),
      .wr_addr(wr_addr),
      .wr_data(wr_data),
      .wr_en(wr_en),
      .rd_data(rd_data1)
      );
endmodule  
module ram2r1w_l1d_data(clk, rd_addr0, rd_addr1, wr_addr, wr_data, wr_en, wr_byte_en, rd_data0, rd_data1);
   input logic clk;
   parameter LG_DEPTH = 1;
   localparam WIDTH = 128;
   input logic [LG_DEPTH-1:0] rd_addr0;
   input logic [LG_DEPTH-1:0] rd_addr1;
   input logic [LG_DEPTH-1:0] wr_addr;
   input logic [WIDTH-1:0] wr_data;
   input logic 		      wr_en;
   input logic [(WIDTH/8)-1:0] wr_byte_en;
   output logic [WIDTH-1:0] rd_data0;
   output logic [WIDTH-1:0] rd_data1;
   ram1r1w_l1d_data #(.LG_DEPTH(LG_DEPTH)) b0
     (
      .clk(clk),
      .rd_addr(rd_addr0),
      .wr_addr(wr_addr),
      .wr_data(wr_data),
      .wr_en(wr_en),
      .wr_byte_en(wr_byte_en),
      .rd_data(rd_data0)
      );
   ram1r1w_l1d_data #(.LG_DEPTH(LG_DEPTH)) b1
     (
      .clk(clk),
      .rd_addr(rd_addr1),
      .wr_addr(wr_addr),
      .wr_data(wr_data),
      .wr_en(wr_en),
      .wr_byte_en(wr_byte_en),      
      .rd_data(rd_data1)
      );
endmodule
$ cat ./run.sh
#!/bin/bash
# OpenROAD 26Q1-2900-gdf79404cd8, Yosys 0.63+post, stock flow scripts
make -C /OpenROAD-flow-scripts/flow DESIGN_CONFIG=/design/flow/config.mk WORK_HOME=/design/flow/orfs finish
==> impl_metrics.ini <==
; physical design summary
[timing]
hold_viol_final = 0
relSlewSlack_pct = 82.5
setup_violations = 0
layout_setup_ws_ns = 0.0301
timing.fmax_mhz = 787
min_period_ns = 1.27
setup-tns-final_ns = 0
tightestPinTransition_ns = 0.262
rsz0062_at_grt = yes
slew_violations = 0
skew_ns = 0.0124
finalCritPeriodShare_pct = 97.7
hold_slack_ns = 0.0555

[logic_synthesis]
synth.distinct_cells = 8
synth_top_area_share_pct = 47.1
synthArstFlopShare_pct = 0
ys_seq_share_pct = 78.5
edf_count = 256
syn_area_um2 = 16300
yosys_most_used_dff = edfxtp_1
yosys-top-cells-area = edfxtp_1 47%, dfxtp_1 31%, mux2_2 18%
top_cells_by_count = 256 x dfxtp_1, 256 x edfxtp_1, 256 x mux2_2
yosys-stat-cells = 834
avgSynthCellArea_um2 = 19.6
ys.flops = 512
yosysWarningCount = 1
syn_inst = 834
ys_chip_area_um2 = 16300
top_area_cell = edfxtp_1

[critical_path]
rrSetupSlack_ns = 0.48
crit_family = flip-flops
cp-end-kind = output port
timing.rr.start = b0.r_ram[1][101]
crit_arrival_ns = 1.01
cp.buffers_inverters = 1
worstSetupPathType = reg -> out
r2r_cells = 1
r2r-end = b0.rd_data[101]
slowest_stage = dfxtp_2
cp_cell_sequence = buf_2
cpPeakStageDelay_ns = 0.33
required_ns = 1.04
crit_path_start_kind = flop
crit_path_max_fanout = 1

[cts]
clkSinkCount = 512
insertion_delay_ns = 0.58
cts_resized = 946
hold_buffers = 0
clock-root-buffer = clkbuf_16
post_cts_buffers = 0
cts_buffer_depth = 3
numCtsBuffers = 51
cts_tree = built
htreeDepth = 2
clk_pin_slew_ns = 0.06

[job]
warnings = 27
cap_violations = 0

[floorplan]
core_util_floorplan_pct = 40.8
coreArea_um2 = 40000
die_h_um = 204
die_x_um = 204
io_pins = 405
die_area_um2 = 41600
row_count = 73

[placed_design]
hpwl_um = 24700
io_buffers = 404
pre_cts_slack_ns = -0.396
gp_congestion = 0.805

[power]
peakVddDrop_mv = 0.995
p_leak_nw = 8.46
p_per_area_nw_per_um2 = 1590
p_total_mw = 34.7

[layout]
synthToLayoutAreaGrowth_pct = 33.6
fillCellCount = 3210
post-route-util_pct = 54.5
drive_gt1_share_pct = 55.7

[route]
ant_nets = 0
drt_iter0_markers = 238
drc = 0
vias = 8561
post_drt_wl_per_cell_um = 18.7
dr.pass1.iters = 5
wl_um = 35200
viasPerCell = 4.55

[status]
outcome = completed

[global_routing]
grt_overflow = 0
grt_util_all_layers_pct = 17.9
grt_pass1_vias = 9114
grt_pass1_wl_um = 51900
grt_max_degree = 38
antenna_found_initial = 8

[hold_path]
hold_depth = 2
hold_end = b0.rd_data[117]
worst_hold_path_type = in -> reg
worstHoldStart = rd_addr0[0]
==> worst max-delay path by stage <==
stage	start	endpoint	slack (ns)	cells after the start
after global routing	b1.rd_data[64]	rd_data1[64]	-0.02	1
final	b1.rd_data[65]	rd_data1[65]	0.03	1
after CTS	b1.rd_data[64]	rd_data1[64]	-0.02	1
==> layout by cell type (no fill, tap or decap) <==
cell type and count:
mux2_2 256, edfxtp_1 256, buf_2 241, clkdlybuf4s50_1 146, dfxtp_1 139, dfxtp_2 117, clkbuf_16 54, buf_4 43
clkbuf_1 24, buf_6 17, and3_1 16, and3b_1 16, buf_12 12, clkinv_2 6, diode_2 3, clkbuf_8 3
bufinv_16 3, clkinv_1 3, clkinvlp_4 2
==> cell families (layout without fill, tap and decap cells) <==
| group | after synthesis | in the layout | synth area share [%] |
|---|---|---|---|
| other cells | 0 | 3 | 0 |
| buf+inv | 34 | 554 | 2.32 |
| flops | 512 | 512 | 78.5 |
| mux | 256 | 256 | 17.7 |
| simple gates | 32 | 32 | 1.47 |
==> metal layers <==
layer	wire, µm	vias up	track usage (%)
met4	970	10	4.58
met1	13600	4070	23.9
met5	69	-	0
met3	3890	68	8.52
li1	-	4058	-
met2	16700	355	27.4
==> sequential cells by signal, summed over array words and instances, names as in the netlist <==
register / flops
b1.rd_data: 128
b1.r_ram: 56
b0.r_ram: 200
b0.rd_data: 128
==> final cells by class <==
type	count	area (µm²)	share of cell area, %
Antenna cell	3	7.51	0.0344
Tap cell	525	657	3.01
Clock buffer	81	1480	6.80
Clock inverter	14	146	0.672
Multi-Input combinational cell	288	3120	14.3
Sequential cell	512	13000	59.5
Timing Repair Buffer	459	3420	15.7
==> report_power, final <==
group,leakage (nW),switching (mW),internal [mW]
combinational,3.16,0.771,1.46
sequential,4.51,0.340,18.0
clock,0.786,5.67,8.39
total,8.46,6.78,27.9
==> stage by stage <==
stage | instance area [µm²] | std cells
4_1_cts | 21700 | 1879
5_1_grt | 21800 | 1880
6_report | 21800 | 1882
2_1_floorplan | 16300 | 834
3_3_place_gp | 21200 | 1784
3_5_place_dp | 21200 | 1784
No activity file was given, so power comes from the tool's default toggle rates.
