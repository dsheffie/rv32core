<file path="design.v">
module rf6r3w(clk,
	      rdptr0,rdptr1,rdptr2,rdptr3,rdptr4,rdptr5,
	      wrptr0,wrptr1,wrptr2,
	      wen0,wen1,wen2,
	      wr0, wr1, wr2,
	      rd0, rd1, rd2, rd3,rd4,rd5);
   parameter WIDTH = 1;
   parameter LG_DEPTH = 1;
   input logic clk;
   input logic [LG_DEPTH-1:0] rdptr0;
   input logic [LG_DEPTH-1:0] rdptr1;
   input logic [LG_DEPTH-1:0] rdptr2;
   input logic [LG_DEPTH-1:0] rdptr3;
   input logic [LG_DEPTH-1:0] rdptr4;
   input logic [LG_DEPTH-1:0] rdptr5;   
   input logic [LG_DEPTH-1:0] wrptr0;
   input logic [LG_DEPTH-1:0] wrptr1;
   input logic [LG_DEPTH-1:0] wrptr2;
   input logic 		      wen0;
   input logic 		      wen1;
   input logic 		      wen2;
   input logic [WIDTH-1:0]    wr0;
   input logic [WIDTH-1:0]    wr1;
   input logic [WIDTH-1:0]    wr2;
   output logic [WIDTH-1:0]   rd0;
   output logic [WIDTH-1:0]   rd1;
   output logic [WIDTH-1:0]   rd2;
   output logic [WIDTH-1:0]   rd3;
   output logic [WIDTH-1:0]   rd4;
   output logic [WIDTH-1:0]   rd5;   
   localparam DEPTH = 1<<LG_DEPTH;
   logic [WIDTH-1:0] 	    r_ram[DEPTH-1:0];
   always_ff@(posedge clk)
     begin
	rd0 <= rdptr0=='d0 ? 'd0 : r_ram[rdptr0];
	rd1 <= rdptr1=='d0 ? 'd0 : r_ram[rdptr1];
	rd2 <= rdptr2=='d0 ? 'd0 : r_ram[rdptr2];
	rd3 <= rdptr3=='d0 ? 'd0 : r_ram[rdptr3];
	rd4 <= rdptr4=='d0 ? 'd0 : r_ram[rdptr4];
	rd5 <= rdptr5=='d0 ? 'd0 : r_ram[rdptr5];	
	if(wen0)
	  r_ram[wrptr0] <= wr0;
	if(wen1)
	  r_ram[wrptr1] <= wr1;
	if(wen2)
	  r_ram[wrptr2] <= wr2;	
     end  
endmodule
</file>
<file path="run.sh">
#!/bin/bash
# OpenROAD 26Q1-2900-gdf79404cd8, Yosys 0.63+post, stock flow scripts
make -C /OpenROAD-flow-scripts/flow DESIGN_CONFIG=/design/flow/config.mk WORK_HOME=/design/flow/orfs finish
</file>
<file path="config.mk">
export PLATFORM = sky130hd
export DESIGN_NAME = rf6r3w
export DESIGN_NICKNAME = rf6r3w
export VERILOG_FILES = /design/flow/design.v
export SDC_FILE = /design/flow/constraint.sdc
export NUM_CORES = 4
export LEC_CHECK = 1
export CORE_AREA = 10 10 70 70
export DIE_AREA = 0 0 80 80
</file>
<file path="constraint.sdc">
current_design rf6r3w

set clk_period 1.0
set clk_io_pct 0.2

create_clock -name clk0 -period $clk_period [get_ports {clk}]

set non_clock_inputs [all_inputs -no_clocks]
set_input_delay [expr $clk_period * $clk_io_pct] -clock clk0 $non_clock_inputs
set_output_delay [expr $clk_period * $clk_io_pct] -clock clk0 [all_outputs]
</file>
==> writeup.txt <==
The run gives 72.6 sq um for the logic area. The largest driver fanout on the critical path works out to 2. The final layout contains routed wiring with a total length of 788 um. The post-synthesis sequential element count was 7; the chip footprint was 6400 sq um. The worst-case max-slew headroom was logged as 92.2%. After synthesis, the largest area contributor takes up 53.9% of total cell area. OpenROAD emitted warnings numbering 25.

Relative to the synthesized area, the layout overhead comes to 134%. Class of the worst hold path: input port to flip-flop. Once iteration 0 of detailed routing completed, the report listed 3 DRC markers. With the clock-pin slew reported for the worst setup and hold paths after clock tree synthesis at 0.05 ns, the cell count after placement is 87. The per-instance average area after synthesis works out to 11.1 sq um. The final tally of setup violations is 0, and the power density over cell area is 1340 nW/um^2. For this block, the via count after detailed routing is 226.

The run gives 0 for the DRC violation count after routing. The worst setup path is of the input port to flip-flop kind. The worst setup path is captured at a flip-flop. Counting only logic cells after layout, the most numerous master is clkdlybuf4s50_1. The final hold violation count recorded for this run is 0.

With the area of all sequential standard cells at 154 sq um, the final setup TNS is 0 ns. The run finished with clean final reports. The pin closest to its max-slew limit shows a slew of 0.114 ns.

The analysis reports a worst IR drop on VDD of 390 uV. For the antenna violation net count after detailed routing, the log shows 0. The via count of the first global-routing pass was 270. Initial antenna violation count: 0. Yosys reports a chip area of 223 sq um. The origin of the worst setup path was wen1.

The total congestion overflow after global routing came out at 0. After layout, the minimum clock period comes to 0.948 ns. The post-route netlist has 13.3% of its cells at a drive strength greater than 1.

The logs give 4 for the number of optimization iterations in the first detailed-route pass and 21 for the standard-cell row count. Along the worst hold path, the cell count comes to 2. The run gives 0.655 as the final RePlAce weighted congestion.

The cell type with the largest total area is dfxtp_1. The final critical path takes up 94.8% of the cycle. The library cells used most frequently in the layout, excluding fill and tap cells, are 15 x clkdlybuf4s50_1, 6 x and2_1, 6 x clkdlybuf4s15_1.

With the total routing resource utilization after global routing at 2.67%, the count of buffers from port buffering is 21. The final antenna diode tally reported by the flow is 0. The final report lists a non-filler cell total of 91. The per-cell routed wire length is 8.66 um, and the buffer levels on the longest clock path is 2. The run gives 1.00 ns as the data required time at the worst endpoint. Entering global routing, the biggest net connects 7 pins.

Per the Yosys statistics, synthesis produced 20 cells. The root buffer cell chosen for the clock tree is clkbuf_4. The worst setup path is launched from an input port. For the worst endpoint data arrival time, the log shows 0.95 ns.

Source of the worst hold timing path: rdptr5[0]. The pre-placement core utilization is 6.52%. The skew report gives the latency at the later pin of the worst-skew pair as 0.25 ns. Per the layout report, the design carries 399 filler cells. Counting the buffers created by CTS gives 3. The share of the yosys chip area belonging to registers came out at 67.4%. With the horizontal die dimension at 80 um, the static leakage is 0.199 nW. The main area contributors are dfxtp_1 54%, and2_1 17%, edfxtp_1 13%.

The upper clock frequency limit is 1050 MHz. The reg-to-reg critical path startpoint was r_ram[1]. The run gives 3420 sq um for the area of the core. The tools report the sink count of the clock tree as 7.

The number of vias per cell after detailed routing came out at 2.48. The cell area that synthesis handed to floorplanning was 223 sq um. In this run the vertical extent of the chip is 80 um.

The run gives 22 for the boundary pin count. TritonCTS built the clock tree. The run gives 1320 um as the first-pass GRT wire length.

For the post-synthesis instance total, the log shows 20. The number of warnings issued by yosys was 1. Max-slew check failures listed in the final report amount to 0. In the final run the clock tree shows a worst skew of 0.00998 ns. The tools report the H-tree depth as 1. With the unique cell type count in the Yosys netlist at 8, the logic depth of the worst register-to-register path is 1. Setup repair after global routing left no endpoint under its margin. Across the run, the number of max-cap violations was 0.
==> where the power goes <==
group          internal (mW)  leakage [nW]  switching (mW)
Combinational         0.0942         0.123          0.0246
Clock                  0.152        0.0150          0.0949
Sequential             0.321        0.0607          0.0126
==> layer usage <==
layer / track usage [%] / wire, um / vias to the layer above
met5: 0 / 0 / -
met4: 0.704 / 10 / 0
met3: 3.64 / 233 / 2
met2: 1.69 / 124 / 26
met1: 3.89 / 419 / 82
li1: - / - / 116
==> path summary, 6_finish.rpt <==
kind	endpoint	slack, ns
setup / recovery	r_ram[1]	0.05
hold / removal	rd5	0.53
hold reg to reg	rd5	0.55
setup reg to reg	rd4	0.28
==> synth_stat cells <==
cell type	count
a21oi_1	1
and2_1	6
dfxtp_1	6
edfxtp_1	1
mux2i_1	1
nand2_1	3
nand3_1	1
nor2_1	1
==> per-stage QoR <==
stage	setup slack, ns	hold slack (ns)	area, sq um	utilization [%]	total power, mW
floorplan	0.229	0.327	223	-	0.352
global placement	-0.199	0.535	490	14.4	0.467
detailed placement	-0.215	0.551	490	14.4	0.470
CTS	0.0109	0.526	512	15.0	0.704
global route	0.0178	0.530	520	15.2	0.757
finish	0.0519	0.527	520	15.2	0.699
==> cell families (layout without fill, tap and decap cells) <==
group | after synthesis | count (layout) | synth area share, %
AND/OR/NAND/NOR | 11 | 11 | 25.8
flip-flops | 7 | 7 | 67.4
AND-OR/OR-AND | 1 | 1 | 2.25
multiplexers | 1 | 1 | 4.49
buffers and inverters | 0 | 25 | 0
==> flip-flops by register name, summed over array words and instances (netlist names) <==
name and cells:
r_ram 1, rd4 1, rd2 1, rd1 1
rd5 1, rd3 1, rd0 1
==> critical path: stages <==
cell and delay [ns]:
clkdlybuf4s50_1 0.40, nand2_1 0.10, mux2i_1 0.18, a21oi_1 0.08
==> layout make-up <==
class                           count  share of cell area (%)
Timing Repair Buffer               21                    40.4
Sequential cell                     7                    29.6
Tap cell                           46                    11.1
Clock buffer                        4                    5.05
Multi-Input combinational cell     13                    13.9
==> repair_timing <==
action                     4_1_cts  5_1_grt
setup endpoints to repair        6        5
hold buffers                     0        0
resized                          8        7
buffers inserted                 0        0
No activity file was given, so power comes from the tool's default toggle rates.
