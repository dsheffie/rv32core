==> design/flow/run.sh <==
#!/bin/bash
# OpenROAD 26Q1-2900-gdf79404cd8, Yosys 0.63+post, stock flow scripts
make -C /OpenROAD-flow-scripts/flow DESIGN_CONFIG=/design/flow/config.mk WORK_HOME=/design/flow/orfs finish
==> design/flow/config.mk <==
export PLATFORM = sky130hd
export DESIGN_NAME = csa
export DESIGN_NICKNAME = csa
export VERILOG_FILES = /design/flow/design.v
export SDC_FILE = /design/flow/constraint.sdc
export NUM_CORES = 4
export LEC_CHECK = 1
export CORE_AREA = 10 10 130 130
export DIE_AREA = 0 0 140 140
==> design/flow/constraint.sdc <==
current_design csa

set clk_period 1.0
set clk_io_pct 0.2

create_clock -name clk0 -period $clk_period

set non_clock_inputs [all_inputs -no_clocks]
set_input_delay [expr $clk_period * $clk_io_pct] -clock clk0 $non_clock_inputs
set_output_delay [expr $clk_period * $clk_io_pct] -clock clk0 [all_outputs]
==> design/flow/design.v <==
module csa(a,b,cin,s,cout);
   parameter N = 64;
   input [N-1:0] a;
   input [N-1:0] b;
   input [N-1:0] cin;
   output [N-1:0] s;
   output [N-1:0] cout;
   wire [N-1:0]   w_xor_ab = a^b;
   assign s = w_xor_ab ^ cin;
   assign cout = a&b | (cin & w_xor_ab);
endmodule  
==> reports/results.txt <==
Count of endpoints failing hold in the final timing report = 0
Chain of cells forming the critical path = buf_6 > fa_2 > buf_2
Area share of the leading cell type in the synthesized netlist = 1.00
Fraction of met3 tracks used by global routing = 0.0545
Area fraction in xor and xnor cells = 0
Final antenna-violating net count = 0
Minimum clock period after layout = 1.16 ns
Yosys cell count = 64
Mapped cell area = 0.00128 mm²
Path class of the lowest-slack min-delay path = input port to output pin
Fraction of met1 tracks used by global routing = 0.115
Largest fanout of any net on the critical path = 1
Cell type with the largest total area after synthesis = fa_1
I/O pin count = 320
Maximum clock rate = 860 MHz
FA/HA/MAJ Cells, Area Fraction = 1.00
Commonest cells in the netlist = 64 x fa_1
Pre-antenna DRT Iters = 4
Vias in the first global route = 2333
Final global-route overflow total = 0
Drt initial violations = 32
Count of final max-slew check failures = 0
Wire length of the first global-routing pass = 15200 µm
Worst-case hold slack = 0.711 ns
Reported max-cap violation count = 0
Outcome = finished, violations left
Post-detailed-route via-to-cell ratio = 3.30
Mapped Cells = 64
Tot GR Track Use = 0.101
Kind of end point of the critical path = output pin
RSZ-0062 raised after global routing = yes
Share of final-layout standard cells stronger than drive strength 1 = 1.00
Chip Area, Yosys = 0.00128 mm²
Weighted congestion reported at the end of routability-driven placement = 0.869
Total power divided by cell area = 421 mW/mm²
Post-detailed-route DRC marker count = 0
Tally of unique sky130hd cells used after synthesis = 1
Violated checks = negative setup slack
Number of warning messages in the yosys log = 0
Antenna violations before repair = 0
Dominant cells by area after synthesis = fa_1 100%
Count of warning messages emitted by the tools = 34
Category of the worst setup path launch point = input port
Average size of a mapped cell = 20.0 µm²
Worst path required time = 0.80 ns
Ao+oa area frac = 0
Max stage delay cell, worst path = fa_2
Max-slew headroom = 0.943
Maximum vdd drop = 167 µV
Pin count of the biggest net entering global routing = 2
Worst endpoint data arrival time = 0.96 ns
Fp_density = 0.0916
Core area = 0.0140 mm²
Placed cell areas = 0.00471 mm²
Worst slack after detailed placement = -0.985 ns
Inserted Diodes = 0
Port-buffer cells = 320
Least setup slack across all paths after layout = -0.162 ns
Total Power Consumption = 1670 µW
Portion of the post-synthesis area used by sequential elements = 0
Sequential Area = 0 µm²
Synthesis-to-finish area growth = 210%
Final number of setup-violating endpoints = 66
Die Height = 140 µm
Sequential cell count = 0
Transition time of the tightest slew-check pin = 0.0860 ns
Number of clock buffers in the layout = 0
Half-perimeter wire length after placement = 9960 µm
Most repeated cell in the gate-level netlist after synthesis = fa_1
Number of placement rows = 43
Post-synthesis share of cell area spent on and, or, nand and nor gates = 0
Routing usage on met2 = 0.176
Chip area = 0.0196 mm²
Critical path start-end classification = input port to output pin
Leakage power of the design = 0.00191 µW
Number of vias in the routed layout = 1859
Chip Width = 140 µm
Mux area share = 0
Portion of the clock cycle consumed by the worst path in the final layout = 1.16
Dominant comb cell = adder cells
Post-route cell area = 0.00397 mm²
Avg WL per Cell = 18.1 µm
Highest cell delay on the worst timing path = 0.57 ns
Drt total wl = 10200 µm
Most Crowded Layer GR = met2
[worst max-delay path: cells and delay by family]
| kind | cells | cell delay [ns] |
|---|---|---|
| adders and majority gates | 1 | 0.57 |
| buffers and inverters | 2 | 0.19 |
[metal layers]
| metal | up-vias | share of wire | wire length [µm] |
|---|---|---|---|
| met4 | 0 | 0 | 0 |
| met3 | 0 | 0.14 | 1450 |
| met2 | 171 | 0.52 | 5350 |
| met5 | - | 0 | 0 |
| li1 | 832 | - | - |
| met1 | 856 | 0.33 | 3420 |
[placed cells by master (no fill, tap or decap)]
cell   instances
buf_8          2
buf_6        109
buf_2        209
fa_2          64
[worst paths after layout]
path                start  endpoint  slack, ns  cells after the start
setup / recovery  cin[62]     s[62]      -0.16                      3
hold / removal      a[21]  cout[21]       0.71                      3
[report_power, final]
group	internal [µW]	switching, µW	total [µW]	leakage, µW
clock	0	0	0	0
sequential	0	0	0	0
combinational	1120	550	1670	0.00191
[through the flow]
step	TNS, ns	std cells	util
3_5_place_dp	-100.31	564	0.337
4_1_cts	-8.89	564	0.267
3_3_place_gp	-99.94	564	0.337
6_report	-8.45	564	0.284
5_1_grt	-9.78	564	0.284
2_1_floorplan	0	64	-
[area by class of cell]
| cell class | instances | area [µm²] |
|---|---|---|
| Fill cell | 1512 | 10000 |
| Multi-Input combinational cell | 64 | 1440 |
| Tap cell | 180 | 225 |
| Timing Repair Buffer | 320 | 2300 |
[logic make-up after synthesis]
family	count (synthesis)
fa+ha+maj	64
[what timing repair did]
item	4_1_cts	5_1_grt
gates cloned	0	0
pin swaps	62	33
gates resized	1315	39
hold buffers	0	0
endpoints found under the setup margin	128	84
buffers inserted	0	0
No activity file was given, so power comes from the tool's default toggle rates.
